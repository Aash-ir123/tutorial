### config.mk
export PLATFORM = sky130hd
export DESIGN_NAME = Program_counter
export DESIGN_NICKNAME = Program_counter
export VERILOG_FILES = /design/flow/design.v
export SDC_FILE = /design/flow/constraint.sdc
export NUM_CORES = 4
export LEC_CHECK = 1
export CORE_AREA = 10 10 82 82
export DIE_AREA = 0 0 92 92
### constraint.sdc
current_design Program_counter

set clk_period 1.0
set clk_io_pct 0.2

create_clock -name clk0 -period $clk_period [get_ports {clk}]

set non_clock_inputs [all_inputs -no_clocks]
set_input_delay [expr $clk_period * $clk_io_pct] -clock clk0 $non_clock_inputs
set_output_delay [expr $clk_period * $clk_io_pct] -clock clk0 [all_outputs]
### design.v
module Program_counter(clk,reset,PC_in,PC_out);
input clk,reset;  	 
input [31:0] PC_in; 	 
output reg [31:0] PC_out;	 
always @ (posedge clk)	 
begin
if (reset)
PC_out <= 32'h00000000;	 
else
PC_out <= PC_in;	 
end
endmodule 
### run.sh
#!/bin/bash
# OpenROAD 26Q1-2900-gdf79404cd8, Yosys 0.63+post, stock flow scripts
make -C /OpenROAD-flow-scripts/flow DESIGN_CONFIG=/design/flow/config.mk WORK_HOME=/design/flow/orfs finish
==> reports/metrics.csv <==
metric,value,unit
"Req. time, crit path",0.80,ns
HP Class,input port to flop,
drt initial violations,6,
# IOs,66,
diodes inserted,0,
warning total across the stage logs,25,
final hold vios,0,
root buffer selected by CTS,clkbuf_8,
max reg flops,32,
Avg Vias per Cell,3.18,
area fraction in mux cells,0,%
Top delay family on crit path,flip-flops,
WL/cell,11.7,um
Synth area leaders,"dfxtp_1 74%, nor2b_1 23%, buf_4 2.6%",
unrepaired setup endpoints after global routing,false,
VDD IR-drop max,490,uV
Biggest register,PC_out,
die height,92,um
critical path class,flop to output pin,
Yosys Chip Area,863,sq um
# Cells Yosys,67,
crit path cell chain,clkdlybuf4s15_1,
Startpoint Class,flop,
Worst slew margin,89.6,%
most frequent cells in the layout,"33 x clkdlybuf4s50_1, 32 x nor2b_1, 22 x clkdlybuf4s15_1",
FP Util,17.0,%
"CTS clk-pin slew, worst paths",0.07,ns
crit-path max cell delay,0.31,ns
cell type with the largest total area,dfxtp_1,
sequential group share of total power,51.9,%
Synth Cell Area,863,sq um
DRC,0,
Critical-path top delay cell,dfxtp_1,
FILL cells,542,
Gate power share,10.2,%
DR pass1 iterations,2,
register area share after synthesis,74.2,%
sw power,0.518,mW
Pint,2.11,mW
adder share,0,%
Synthesized registers,32,
CP Buf/Inv Count,1,
largest net degree at the start of global routing,17,
Clk pwr share,37.9,%
grt total ovfl,0,
xor/xnor share,0,%
pins over their slew limit,0,
synth-to-layout area growth,91.3,%
Ys Warns,1,
drt total wl,2450,um
Arrival @ worst endpoint,0.77,ns
simple share,23.2,%
share of post-route cells with drive strength above 1,23.0,%
post-layout util,32.5,%
Setup Buffers After CTS,0,
worst-margin pin slew,0.155,ns
placed cells,201,
Inserted Clock Buffers,5,
H-tree depth,2,
Dominant comb cell,simple AND/OR/NAND/NOR gates,
ao+oa area frac,0,%
Mean Syn Cell Area,12.9,sq um
CP Max Fanout,1,
input/output buffers,65,
vias,664,
Die W,92,um
routability cong.,0.680,
Final Non-Filler Cells,209,
CTS tree,yes,
gr usage total,5.48,%
vias in the first global route,697,
LEAKAGE,0.674,nW
post-synth cell types,3,
Top cell excl fill/tap,clkdlybuf4s50_1,
run status,finished clean,
Largest regs,PC_out (32),
first-pass GRT wire length,3640,um
Max Cap Viol,0,
Post-DRT Antenna Nets,0,
TritonCTS Sinks,32,
Yosys top cell area share,74.2,%
Crit. End Element,output pin,
fin crit share,96.7,%
Power Density,1590,mW/mm^2
hold buffers post-CTS,0,
full die area,0.00846,sq mm
number of cell rows,26,
post-layout min period,0.967,ns
cell count after synthesis,67,
Placeable Area,0.00507,sq mm
CTS Buffer Depth,2,
initial antenna violation count,0,
Sw Share,19.7,%
fmax,1.03,GHz
setup violators final,0,
power groups by stage:
| stage | Clock [mW] | Sequential, mW | Combinational (mW) |
|---|---|---|---|
| finish | 0.994 | 1.36 | 0.268 |
| CTS | 1.05 | 1.36 | 0.288 |
| global route | 1.10 | 1.37 | 0.296 |
cell families after synthesis:
family / after synthesis
buffers and inverters: 3
DFF: 32
and+or+nand+nor: 32
what timing repair did:
item,in CTS,in global routing
setup endpoints to repair,32,13
pin swaps,0,0
gates resized,67,19
Yosys cell counts:
| cell type | instances |
|---|---|
| dfxtp_1 | 32 |
| buf_4 | 3 |
| nor2b_1 | 32 |
per-stage QoR:
| step | hold WS [ns] | power [mW] | worst slack (ns) | cell area (sq um) | TNS (ns) |
|---|---|---|---|---|---|
| 2_1_floorplan | 0.272 | 1.43 | 0.509 | 863 | 0 |
| 4_1_cts | 0.454 | 2.70 | 0.000177 | 1690 | 0 |
| 6_report | 0.464 | 2.63 | 0.0328 | 1650 | 0 |
| 3_5_place_dp | 0.760 | 1.71 | -0.0922 | 1590 | -2.30 |
| 5_1_grt | 0.453 | 2.76 | 0.000118 | 1650 | 0 |
| 3_3_place_gp | 0.759 | 1.70 | -0.0911 | 1590 | -2.47 |
worst paths after layout:
kind | endpoint | slack (ns) | depth (start not counted) | start
worst max-delay path | PC_out[20] | 0.03 | 1 | PC_out[20]
worst min-delay path | PC_out[18] | 0.46 | 2 | PC_in[18]
metal layers:
metal | vias to the layer above | GRT usage, % | wire length [um]
li1 | 341 | - | -
met1 | 273 | 5.71 | 970
met2 | 44 | 8.53 | 1040
met3 | 6 | 4.20 | 368
met4 | 0 | 1.41 | 69
met5 | - | 0 | 0
final cells by class:
cell class              instances  area [sq um]  share of cell area (%)
repair buffers                 67           616                    37.3
clock buffers                   6          82.6                    5.00
clock inverters                 2          10.0                   0.606
flip-flops and latches         32           656                    39.7
multi-input cells              32           200                    12.1
well taps                      70          87.6                    5.30
Power figures rest on the tool's default switching activity, not on a simulated workload.
