==> design/flow/design.v <==
module ALU (A,B,ALUControl_in,zero, ALU_Result);
input [31:0] A,B;		 
input [3:0] ALUControl_in; 	 
output reg [31:0] ALU_Result;	 
output reg zero;		 
always @ (*)			 
begin
case (ALUControl_in)
4'b0000 : begin 
zero <= 0; 			 
ALU_Result <= A & B;		 
end
4'b0001 : begin 
zero <= 0; 			 
ALU_Result <= A | B;		 
end
4'b0010 : begin 
zero <= (A + B == 0) ? 1 : 0; 	 
ALU_Result <= A + B;		 
end
4'b0110 : begin 
zero <= (A - B == 0) ? 1 : 0; 	 
ALU_Result <= A - B;		 
end
default: begin
zero <= 0;
ALU_Result <= 0; 		 
end
endcase
end
endmodule
==> design/flow/run.sh <==
#!/bin/bash
# OpenROAD 26Q1-2900-gdf79404cd8, Yosys 0.63+post, stock flow scripts
make -C /OpenROAD-flow-scripts/flow DESIGN_CONFIG=/design/flow/config.mk WORK_HOME=/design/flow/orfs finish
==> design/flow/config.mk <==
export PLATFORM = sky130hd
export DESIGN_NAME = ALU
export DESIGN_NICKNAME = ALU
export VERILOG_FILES = /design/flow/design.v
export SDC_FILE = /design/flow/constraint.sdc
export NUM_CORES = 4
export LEC_CHECK = 1
export CORE_UTILIZATION = 30
==> design/flow/constraint.sdc <==
current_design ALU

set clk_period 40.1
set clk_io_pct 0.2

create_clock -name clk0 -period $clk_period

set non_clock_inputs [all_inputs -no_clocks]
set_input_delay [expr $clk_period * $clk_io_pct] -clock clk0 $non_clock_inputs
set_output_delay [expr $clk_period * $clk_io_pct] -clock clk0 [all_outputs]
==> GITHUB_STEP_SUMMARY <==
### Metrics collected by this job

| Metric | Value |
|---|---|
| Post-synth seq share | `0` |
| Ports | `101` |
| Chip Height | `132 um` |
| Pin count of the biggest net entering global routing | `39` |
| Status | `complete, no violations` |
| Flip-flops | `0` |
| VDD IR-drop max | `0.00000633 V` |
| Crit Path Category | `primary input to output port` |
| Compound Share, Synth | `0.313` |
| Gate power share | `1.000` |
| Int Pwr | `39.9 uW` |
| Fa+ha+maj area frac | `0.241` |
| Starting Density | `0.308` |
| CP peak stage delay | `0.91 ns` |
| Syn Area/Cell | `6.55 um2` |
| Final WS setup | `18.88 ns` |
| Synth Instances | `779` |
| Number of antenna-violating nets in the routed design | `0` |
| Final WL | `17.3 mm` |
| Top cell area share | `0.233` |
| CTS resizes | `0` |
| Startpoint type of the worst setup path | `primary input` |
| Critical path peak fanout | `8` |
| Drt first pass iters | `5` |
| Detailed Place HPWL | `14.0 mm` |
| Setup crit end kind | `output port` |
| Area Overhead vs Synth | `22.5%` |
| GP Congestion | `0.957` |
| Post-synthesis cell count from yosys | `779` |
| Post-layout utilization of the core | `0.377` |
| Grt ovf | `0` |
| Slew @ Worst Pin | `0.959 ns` |
| I/O Buffers | `101` |
| Main logic family | `AND-OR/OR-AND gates` |
| Area fraction in xor and xnor cells | `0.112` |
| CP Cell Sequence | `clkdlybuf4s50_1 -> inv_1 -> ha_1 -> inv_1 -> a21oi_1 -> o31a_1 -> o22ai_1 -> o41ai_1 -> o21ai_1 -> o41ai_2 -> o21ai_1 -> a21oi_1 -> xor2_1 -> o41ai_1 -> clkdlybuf4s50_1` |
| Switch share | `0.573` |
| Delay-heaviest family, CP | `AND-OR/OR-AND gates` |
| Hold Path Cell Cnt | `5` |
| Row Count | `47` |
| Vias in the first global route | `5453` |
| Die Wd | `132 um` |
| Chip area | `0.0175 mm2` |
| Arrival time worst endpoint | `13.20 ns` |
| Minimum clock period | `21.22 ns` |
| Final hold vios | `0` |
| Simple-Gate Fraction of Synth Area | `0.213` |
| Via count | `5604` |
| Core Area | `0.0166 mm2` |
| Top cells by area | `ha_1 23%, xnor2_1 9.6%, inv_1 6.9%, a21oi_1 6.9%, nor2_1 5.7%` |
| Buf+Inv Stages, Crit Path | `4` |
| Stages on worst setup path | `15` |
| N_diodes | `0` |
| Clock buffers | `0` |
| Initial antenna violation count | `0` |
| DP Worst Slack | `18.97 ns` |
| Register area | `0 um2` |
| RSZ-0062 raised after global routing | `false` |
| Postcts setup bufs | `0` |
| HP Class | `primary input to output port` |
| Setup TNS | `0 ns` |
| Req. time, crit path | `32.08 ns` |
| Cell Type Count | `66` |
| Setup-failing EPs final | `0` |
| Share of cells above drive strength 1 | `0.0202` |
| Pwr Density | `15.0 mW/mm2` |
| Vias per std cell | `5.28` |
| Count of hold buffers inserted by post-cts repair | `0` |
| Max Fclk | `47.1 MHz` |
| Global-route usage over all layers | `0.199` |
| Drt initial violations | `484` |
| Relative slew slack | `0.352` |
| Sequential share of power | `0` |
| DR DRC count | `0` |
| Lkg Pwr | `2.71 nW` |
| Max-slew violation count | `0` |
| Log Warnings | `95` |
| Cycle use final | `0.529` |
| DR WL/cell | `16.3 um` |
| Slowest CP cell | `o41ai_1` |
| MUX area fraction | `0.0137` |
| First-pass GRT wire length | `28.4 mm` |
| Net switching power | `53.7 uW` |
| Clk pwr share | `0` |
| Max-cap violations | `0` |
| Hold Slack | `17.21 ns` |
| Largest area contributor in the netlist | `ha_1` |
| Synth warnings | `1` |
| Syn Std Cell Area | `0.00510 mm2` |
| Yosys chip area | `0.00510 mm2` |
power groups by stage:
stage	Clock [mW]	Sequential (mW)	Combinational (mW)
global route	0	0	0.104
finish	0	0	0.0936
CTS	0	0	0.0931
cell type report:
class              instances  area [um2]
inverters                 99         372
fillers                 1798       10300
multi-input cells        637        4550
repair buffers           106        1050
well taps                220         275
final timing paths:
path	startpoint	end	slack [ns]
max	A[2]	zero	18.88
min	B[5]	ALU_Result[5]	17.21
through the flow:
step,area (um2),power [mW],cells
2_1_floorplan,5100,0.0620,779
3_3_place_gp,6250,0.0934,1062
3_5_place_dp,6250,0.0924,1062
4_1_cts,6250,0.0931,1062
5_1_grt,6250,0.104,1062
6_report,6250,0.0936,1062
cell families after synthesis:
group | after synthesis
AND-OR/OR-AND | 232
buffers and inverters | 142
multiplexers | 7
AND/OR/NAND/NOR | 236
adder cells (fa/ha/maj) | 97
XOR/XNOR | 65
synth_stat cells (all sizes together) (2+ instances only):
cell type  count
a2111oi        3
a211o          3
a211oi         5
a21o          12
a21oi         71
a221o          5
a221oi         2
a311o          2
a31o           5
a31oi         12
and3           4
buf           18
clkbuf        25
fa             2
ha            95
inv           98
mux2i          7
nand2         76
nand2b         5
nand3          8
nand4         10
nor2          77
nor2b         11
nor3          16
nor3b          2
nor4          13
o2111ai        5
o211ai         7
o21a           2
o21ai         30
o21ba          2
o21bai         7
o221ai        29
o22ai          2
o311ai         3
o31a           4
o31ai          9
o41ai          5
or2            3
or3            2
or4            3
xnor2         56
xor2           9
metal layers:
metal | up-vias | share of wire | global-route usage
met3 | 20 | 0.050 | 0.0157
met4 | 0 | 0.015 | 0.0294
met2 | 158 | 0.45 | 0.321
li1 | 2880 | - | -
met5 | - | 0 | 0
met1 | 2546 | 0.48 | 0.295
layout by cell type (no fill, tap or decap), types with 7 or more instances in the layout:
| cell | count |
|---|---|
| ha_1 | 95 |
| mux2i_1 | 7 |
| a31oi_1 | 12 |
| nand2_1 | 76 |
| a21o_1 | 12 |
| o21bai_1 | 7 |
| o211ai_1 | 7 |
| nand3_1 | 8 |
| o21ai_0 | 26 |
| nor2b_1 | 11 |
| o221ai_1 | 29 |
| xor2_1 | 9 |
| o31ai_1 | 9 |
| nor3_1 | 16 |
| nor4_1 | 12 |
| xnor2_1 | 56 |
| nor2_1 | 77 |
| nand4_1 | 10 |
| clkdlybuf4s50_1 | 101 |
| inv_1 | 94 |
| a21oi_1 | 70 |
Power and IR drop assume default switching activity.
