==> flow/design.v <==
module Data_Memory(clk, reset, MemRead, MemWrite, Address, Write_data, Read_data);
input clk, reset, MemRead, MemWrite;  
input [31:0] Address, Write_data;     
output [31:0] Read_data;              
reg [31:0] data_memory[63:0];         
integer k;
assign Read_data = (MemRead) ? data_memory[Address] : 32'h00000000;  
always @ (posedge clk) begin
    if (reset == 1'b1) begin
        for (k = 0; k < 64; k = k + 1) begin
            data_memory[k] = 32'h00000000;
        end
    end else if (MemWrite) begin
        data_memory[Address] = Write_data;
    end
end
endmodule
==> flow/run.sh <==
#!/bin/bash
# OpenROAD 26Q1-2900-gdf79404cd8, Yosys 0.63+post, stock flow scripts
make -C /OpenROAD-flow-scripts/flow DESIGN_CONFIG=/design/flow/config.mk WORK_HOME=/design/flow/orfs finish
==> flow/config.mk <==
export PLATFORM = sky130hd
export DESIGN_NAME = Data_Memory
export DESIGN_NICKNAME = Data_Memory
export VERILOG_FILES = /design/flow/design.v
export SDC_FILE = /design/flow/constraint.sdc
export NUM_CORES = 4
export LEC_CHECK = 1
export CORE_UTILIZATION = 40
==> flow/constraint.sdc <==
current_design Data_Memory

set clk_period 40.5
set clk_io_pct 0.2

create_clock -name clk0 -period $clk_period [get_ports {clk}]

set non_clock_inputs [all_inputs -no_clocks]
set_input_delay [expr $clk_period * $clk_io_pct] -clock clk0 $non_clock_inputs
set_output_delay [expr $clk_period * $clk_io_pct] -clock clk0 [all_outputs]
==> out/qor.json <==
{
  "run_status": "finished clean",
  "worst_ep_required_time_ns": 32.40,
  "track_usage_pct": 27.24,
  "fmaxAchievable_mhz": 46.18,
  "design.die.area_mm2": 0.2404,
  "fp_util_pct": 40.39,
  "fin_crit_sh_pct": 53.47,
  "ios": 100,
  "final_core_utilization_pct": 44.69,
  "netlist_top_cells_count": "2,054 x and2_1, 2,048 x edfxtp_1, 512 x clkbuf_1",
  "worst_setup_path_end_kind": "output port",
  "place.gp.congestion": 0.9272,
  "post_route_cells_drive_above_1_share_pct": 13.39,
  "ys.warnings.count": 1,
  "setup_viol": 0,
  "synth_seq_share_pct": 64.49,
  "postSynth.topFlopCell": "edfxtp_1",
  "first_pass_grt_wire_length_um": 434800,
  "initial_drc_count": 4016,
  "ys.flops": 2048,
  "irDropWorstVdd_mv": 0.03307,
  "synth_largest_type_area_fraction_pct": 64.49,
  "detail_route.wl_per_cell_um": 29.48,
  "number_of_openroad_warnings": 60,
  "yosysMostFrequentCell": "and2_1",
  "totalWireLength_um": 305200,
  "nFillCells": 20363,
  "cts.reportedPaths.clkPinSlew_ns": 0.06,
  "min_setup_slack_post_route_ns": 18.84,
  "detail_route.drc_violations": 0,
  "layout-area-overhead-vs-synth_pct": 10.64,
  "timing_max_transition_violations_final": 0,
  "dieHeight_um": 490.3,
  "postCtsResizedCells": 0,
  "clock_path_buffers": 3,
  "power_per_cell_area_mw_per_mm2": 44.33,
  "worst-path-max-fanout": 65,
  "tightest_pin_transition_ns": 1.165,
  "critPathKind": "input port to output port",
  "ant_nets": 0,
  "grt_pass1_vias": 60222,
  "floorplan.rows": 178,
  "grt_overflow": 0,
  "largest_area_cell": "edfxtp_1",
  "coreArea_mm2": 0.2361,
  "htree_num_levels": 4,
  "synth.lib_cells_used.distinct": 70,
  "final.setup.tns_ns": 0,
  "syn_area_per_cell_um2": 13.20,
  "largest_register_ffs": 2048,
  "yosys-stat-area_mm2": 0.09536,
  "seq_area_mm2": 0.06150,
  "clock-sinks": 2048,
  "timing.max_slew.rel_slack_pct": 22.16,
  "via_count": 58958,
  "clockRootBuffer": "clkbuf_16",
  "drt_pass1_iterations": 6,
  "grt_setup_unrepaired": "no",
  "power.leakage_nw": 36.12,
  "async_reset_ff_share_pct": 0,
  "grt_antenna_before_repair": 10,
  "syn_area_mm2": 0.09536,
  "synth_stat.cells": 7222,
  "floorplan.die.width_um": 490.3,
  "avgViaCountPerCell": 5.694,
  "holdCritPathClass": "input port to register",
  "max_cap_viol_count": 0,
  "synthCells": 7222,
  "post-cts-setup-buffer-count": 0,
  "logic_area_mm2": 0.03057,
  "enable_flop_cells": 2048,
  "cts_hold_repair.buffers": 0,
  "final_period_minus_worst_setup_slack_ns": 21.66,
  "timing.critical_path.from_type": "input port",
  "grt_max_degree": 146,
  "arrival_ns": 13.56,
  "worst_hold_slack_ns": 7.557,
  "dp_slack_ns": 18.86,
  "tritoncts": "built",
  "cts_inserted_buffers": 213,
  "place.port_buffers": 73,
  "synth.area.top_cells": "edfxtp_1 64%, and2_1 13%, a221oi_1 2.1%",
  "overall_power_mw": 4.676,
  "post_dp_hpwl_um": 177700,
  "hold_violation_count_in_the_final_report": 0
}
## path summary, 6_finish.rpt
check	slack [ns]	startpoint	cells past startpoint	to
max	18.84	Address[2]	12	Read_data[9]
min	7.56	Write_data[11]	2	data_memory[6][11]
## cells by family (layout without fill, tap and decap cells)
group	after synthesis	in the layout	share of synthesized area (%)
AND-OR/OR-AND	1161	1161	8.890
buffers and inverters	810	785	3.700
flip-flops	2048	2048	64.49
multiplexers	308	308	3.922
other	0	7	0
AND/OR/NAND/NOR	2895	2895	19.00
## critical path, cell delays in order
cell	delay, ns
buf_8	0.29
buf_4	0.52
buf_4	0.62
buf_4	0.68
buf_4	0.57
nor3b_4	0.26
buf_4	0.41
a22oi_1	0.12
a21oi_1	0.20
o21bai_1	0.15
a41oi_1	0.70
clkdlybuf4s50_1	0.64
## cell usage in the layout, fill, tap and decap left out, types with 44 or more instances in the layout
| master | n |
|---|---|
| and2_1 | 2052 |
| edfxtp_1 | 2048 |
| buf_4 | 326 |
| a22oi_1 | 243 |
| a221oi_1 | 225 |
| clkbuf_16 | 216 |
| a21oi_1 | 171 |
| mux2i_1 | 161 |
| nand3b_1 | 153 |
| o21ai_0 | 147 |
| mux2_2 | 105 |
| and3_1 | 98 |
| nand2_1 | 89 |
| nor3b_1 | 83 |
| or2_2 | 77 |
| nor2_1 | 68 |
| clkbuf_1 | 63 |
| clkinv_1 | 62 |
| o211ai_1 | 59 |
| nor2_2 | 56 |
| nand2b_1 | 44 |
| o221ai_1 | 44 |
## area by class of cell
cell class | instances | area share (%)
antenna | 7 | 0.01660
clock buffer | 279 | 5.347
clock inverter | 112 | 0.7542
inverter | 5 | 0.02490
multi-input combinational | 4364 | 28.97
sequential | 2048 | 58.29
tap | 3150 | 3.736
timing repair buffer | 389 | 2.856
## per-stage QoR
stage,instances,area [um^2]
floorplan,7222,95360
global placement,9956,99050
detailed placement,9956,99050
CTS,10347,105500
global route,10348,105500
finish,10354,105500
## layer usage
metal,vias up,part of all wire (%),GRT usage [%]
met3,587,17,19.23
li1,26155,-,-
met2,3258,44,37.95
met5,-,0.20,2.163
met1,28936,34,33.20
met4,22,5.1,11.04
## power by group
| group | internal (mW) | total [mW] | switching, mW |
|---|---|---|---|
| registers | 2.44 | 2.46 | 0.0261 |
| logic | 0.103 | 0.369 | 0.266 |
| clock network | 1.03 | 1.84 | 0.814 |
Power is estimated from default activity; no workload was simulated.
